[design/flow/run.sh]
#!/bin/bash
# OpenROAD 26Q1-2900-gdf79404cd8, Yosys 0.63+post, stock flow scripts
make -C /OpenROAD-flow-scripts/flow DESIGN_CONFIG=/design/flow/config.mk WORK_HOME=/design/flow/orfs finish
[design/flow/config.mk]
export PLATFORM = sky130hd
export DESIGN_NAME = dc_removal_filter
export DESIGN_NICKNAME = dc_removal_filter
export VERILOG_FILES = /design/flow/design.v
export SDC_FILE = /design/flow/constraint.sdc
export NUM_CORES = 4
export LEC_CHECK = 1
export CORE_UTILIZATION = 30
[design/flow/constraint.sdc]
current_design dc_removal_filter

set clk_period 13.5
set clk_io_pct 0.2

create_clock -name clk0 -period $clk_period [get_ports {clk}]

set non_clock_inputs [all_inputs -no_clocks]
set_input_delay [expr $clk_period * $clk_io_pct] -clock clk0 $non_clock_inputs
set_output_delay [expr $clk_period * $clk_io_pct] -clock clk0 [all_outputs]
[design/flow/design.v]
module dc_removal_filter #(
   parameter data_width = 16,
   parameter coeff_width = 16,  
   parameter alpha = 16'h7FE0  
   ) (
      input wire clk,
      input wire rst_n,
      input wire signed [data_width-1:0] data_in,
      input wire data_valid,
      output reg signed [data_width-1:0] data_out,
      output reg data_out_valid
    );
     reg signed [data_width-1:0] x_prev;  
     reg signed [data_width-1:0] y_prev;  
     wire signed [data_width:0] diff_in;  
     wire signed [data_width:0] sum_temp;  
     wire signed [data_width + coeff_width -1:0] mult_result;
     assign diff_in = data_in - x_prev;
     assign sum_temp = y_prev + diff_in;
     assign mult_result = sum_temp * $signed(alpha);
     wire signed [data_width-1:0] filtered_output;
     assign filtered_output = mult_result[data_width + coeff_width -2 : coeff_width -1];
     always @(posedge clk or negedge rst_n) begin
        if (!rst_n) begin
           x_prev <= {data_width{1'b0}};
           y_prev <= {data_width{1'b0}};
           data_out <= {data_width{1'b0}};
           data_out_valid <= 1'b0;
        end
        else begin
           if (data_valid) begin
              x_prev <= data_in;
              y_prev <= filtered_output;
              data_out <= filtered_output;
              data_out_valid <= 1'b1;
           end
           else begin 
              data_out_valid <= 1'b0;
           end
        end
     end
endmodule
==> flow_summary_export.csv <==
group,metric,value,unit
placement,portBuffers,35,
timing,slew_viol_final,0,
clock_tree,cts_inserted_buffers,5,
worst_setup_path,cp_max_fo,8,
logic_synthesis,netlist_area,0.00722,mm²
clock_tree,cts_tree,"built",
clock_tree,htreeDepth,2,
hold_path,hold_path.class,"register to register",
routing,vias_per_cell,4.47,
logic_synthesis,ys_warn_count,1,
routing,antenna_left,0,
worst_setup_path,cp-end-kind,"register",
routing,wl_per_cell,12.9,µm
placement,dpl_cell_area,0.00791,mm²
clock_tree,hold_buffers,0,
clock_tree,cts_setup_buffers,0,
layout,drive_above_1_share,0.0680,
logic_synthesis,syn_area_per_cell,9.27,µm²
global_routing,grt-ovfl-total,0,
timing,rsz0062_at_grt,"no",
logic_synthesis,numSynthFlops,33,
worst_setup_path,cp_data_required_time,13.70,ns
timing,tns,0,ns
worst_setup_path,cp-start-kind,"primary input",
worst_setup_path,setup.worst_path.class,"primary input to register",
layout,fin_area,0.00805,mm²
global_routing,track_usage,0.134,
routing,diodes,0,
routing,vias,5044,
logic_synthesis,ys_area,0.00722,mm²
layout,mostFrequentLayoutCells,"inv_1, fa_1, ha_1",
placement,dp_hpwl,12.9,mm
worst_setup_path,crit_slowest_cell,"xnor2_1",
run,cap_violations,0,
global_routing,first_global_vias,4971,
run_status,status,"completed",
global_routing,antenna_found_initial,0,
die,io_pins,36,
logic_synthesis,synth.distinct_cells,70,
timing,fmaxAchievable,0.0944,GHz
timing,setup_viol,0,
die,die_area,0.0247,mm²
routing,drt-total-wl,14.5,mm
routing,drc,0,
worst_setup_path,cp.buffers_inverters,6,
timing,worstMarginPinSlew,0.965,ns
worst_setup_path,worst_ep_arrival_time,10.79,ns
placement,dp_slack,2.68,ns
logic_synthesis,edf_count,0,
die,die_width,157,µm
die,fp.coreArea,0.0235,mm²
layout,logic_area,0.00549,mm²
logic_synthesis,async_reset_ff_frac,1.00,
worst_setup_path,cpPeakStageDelay,0.78,ns
worst_setup_path,path_delay_family,"adder cells",
clock_tree,cts-resized-gates,0,
timing,clock-skew-final,0.00805,ns
layout,lay_top_count,"inv_1",
timing,hold_viol,0,
logic_synthesis,ys_cells,779,
clock_tree,root_buffer,"clkbuf_16",
layout,seqCellArea,826,µm²
placement,place.gp.congestion,0.929,
die,num_rows,56,
die,fp_util,0.307,
clock_tree,cts_buffer_depth,2,
worst_setup_path,crit_chain,"clkdlybuf4s50_1 > inv_1 > fa_1 > inv_1 > ha_1 > a21oi_2 > nand3b_1 > o2111ai_1 > a31oi_1 > xnor2_1 > inv_1 > fa_1 > fa_1 > fa_1 > fa_1 > inv_1 > fa_1 > inv_1 > ha_1 > nand2_1 > o41ai_4 > a311oi_1 > or4_1 > o211ai_1",
logic_synthesis,postSynthSeqShare,0.114,
timing,min_period,10.59,ns
timing,max-slew-margin-rel,0.352,
worst_setup_path,worst_path_most_repeated_cell,"fa_1",
layout,fillers,2441,
logic_synthesis,synth_cells,779,
routing,drt-pass1-iter-count,4,
die,dieHeight,157,µm
clock_tree,clock_latency,0.28,ns
layout,layout-area-overhead-vs-synth,11.5,%
timing,fin_crit_sh,0.785,
global_routing,grt_pass1_wl,24.8,mm
clock_tree,clock-sinks,33,
clock_tree,clk_pin_slew,0.06,ns
logic_synthesis,synth_top_flop_cell,"dfrtp_1",
routing,drt_iter0_markers,243,
timing,layout_setup_ws,2.91,ns
global_routing,grt_max_degree,38,
run,openroad.warnings,27,
## cell usage after synthesis, drive strengths merged (4+ instances only)
cell type    n  share of area
inv        218           0.11
fa         105           0.29
ha          85           0.15
xnor2       44          0.057
a21oi       37          0.027
dfrtp       33           0.11
nor2        31          0.016
nand2       29          0.015
o21ai       29          0.021
mux2        17          0.027
xor2        16          0.019
a21o        15          0.016
clkbuf      11         0.0062
o21bai      10          0.010
nor3         9         0.0062
a31oi        7         0.0061
mux2i        7         0.0097
buf          6         0.0050
o21a         6         0.0064
and2         5         0.0043
nand3        5         0.0035
a211oi       4         0.0042
and3         4         0.0036
or2          4         0.0035
## metrics by stage
| stage | hold WS [ns] | instances | utilization |
|---|---|---|---|
| after global routing | 0.550 | 1128 | 0.342 |
| after global placement | 0.512 | 1120 | 0.336 |
| after floorplan | 0.449 | 779 | - |
| after CTS | 0.531 | 1128 | 0.342 |
| final | 0.528 | 1128 | 0.342 |
| after detailed placement | 0.512 | 1120 | 0.336 |
## kinds of logic (layout without fill, tap and decap cells)
| family | after synthesis | in the layout | share of synthesized area |
|---|---|---|---|
| simple gates | 101 | 101 | 0.0679 |
| flops | 33 | 33 | 0.114 |
| xor+xnor | 63 | 63 | 0.0860 |
| compound gates | 133 | 133 | 0.132 |
| mux | 24 | 24 | 0.0362 |
| buf+inv | 235 | 265 | 0.125 |
| fa+ha+maj | 190 | 190 | 0.438 |
## final timing paths
check,slack [ns],end,cells after the start,startpoint
max in group asynchronous,10.73,y_prev[4],2,rst_n
worst max-delay path,2.91,y_prev[14],24,data_in[6]
worst min register to register,0.53,x_prev[4],1,x_prev[4]
worst min-delay path,0.53,x_prev[4],1,x_prev[4]
worst max register to register,5.46,y_prev[14],23,y_prev[2]
min in group asynchronous,2.43,x_prev[15],2,rst_n
## sequential cells by signal, indices dropped and copies added, names as in the netlist
signal          flops
data_out_valid      1
x_prev             16
y_prev             16
## area by class of cell
type | instances | area share
clock buffers | 5 | 0.0155
well taps | 319 | 0.0496
multi-input cells | 511 | 0.682
clock inverters | 3 | 0.00218
inverters | 218 | 0.102
repair buffers | 39 | 0.0460
flip-flops and latches | 33 | 0.103
## routing by layer
layer | global-route usage | share of wire | vias up
li1 | - | - | 2514
met1 | 0.203 | 0.48 | 2417
met2 | 0.207 | 0.45 | 100
met3 | 0.0317 | 0.052 | 13
met4 | 0.0129 | 0.012 | 0
met5 | 0 | 0 | -

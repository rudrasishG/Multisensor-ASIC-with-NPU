### design/flow/run.sh
#!/bin/bash
# OpenROAD 26Q1-2900-gdf79404cd8, Yosys 0.63+post, stock flow scripts
make -C /OpenROAD-flow-scripts/flow DESIGN_CONFIG=/design/flow/config.mk WORK_HOME=/design/flow/orfs finish
### design/flow/config.mk
export PLATFORM = sky130hd
export DESIGN_NAME = fft_twiddle_rom
export DESIGN_NICKNAME = fft_twiddle_rom
export VERILOG_FILES = /design/flow/design.v
export SDC_FILE = /design/flow/constraint.sdc
export NUM_CORES = 4
export LEC_CHECK = 1
export CORE_UTILIZATION = 30
### design/flow/constraint.sdc
current_design fft_twiddle_rom

set clk_period 15.3
set clk_io_pct 0.2

create_clock -name clk0 -period $clk_period

set non_clock_inputs [all_inputs -no_clocks]
set_input_delay [expr $clk_period * $clk_io_pct] -clock clk0 $non_clock_inputs
set_output_delay [expr $clk_period * $clk_io_pct] -clock clk0 [all_outputs]
### design/flow/design.v
module fft_twiddle_rom #(
    parameter DATA_WIDTH = 16,
    parameter FFT_SIZE = 512,
    parameter ROM_DEPTH = 128   
)(
    input wire [3:0] stage,            
    input wire [8:0] index,            
    output reg signed [DATA_WIDTH-1:0] twiddle_real,   
    output reg signed [DATA_WIDTH-1:0] twiddle_imag    
);
    reg signed [DATA_WIDTH-1:0] cos_rom [0:ROM_DEPTH-1];
    reg signed [DATA_WIDTH-1:0] sin_rom [0:ROM_DEPTH-1];
    initial begin
        cos_rom[0] = 16'h7FFF;    
        sin_rom[0] = 16'h0000;    
        cos_rom[1] = 16'h7FFD;   sin_rom[1] = 16'h0192;
        cos_rom[2] = 16'h7FF6;   sin_rom[2] = 16'h0324;
        cos_rom[3] = 16'h7FEA;   sin_rom[3] = 16'h04B5;
        cos_rom[4] = 16'h7FD9;   sin_rom[4] = 16'h0645;
        cos_rom[5] = 16'h7FC2;   sin_rom[5] = 16'h07D5;
        cos_rom[6] = 16'h7FA7;   sin_rom[6] = 16'h0963;
        cos_rom[7] = 16'h7F87;   sin_rom[7] = 16'h0AF0;
        cos_rom[8] = 16'h7F62;   sin_rom[8] = 16'h0C7C;
        cos_rom[9] = 16'h7F38;   sin_rom[9] = 16'h0E05;
        cos_rom[10] = 16'h7F09;  sin_rom[10] = 16'h0F8C;
        cos_rom[11] = 16'h7ED5;  sin_rom[11] = 16'h1111;
        cos_rom[12] = 16'h7E9D;  sin_rom[12] = 16'h1293;
        cos_rom[13] = 16'h7E5F;  sin_rom[13] = 16'h1413;
        cos_rom[14] = 16'h7E1D;  sin_rom[14] = 16'h158F;
        cos_rom[15] = 16'h7DD6;  sin_rom[15] = 16'h1708;
        cos_rom[16] = 16'h7D8A;  sin_rom[16] = 16'h187D;
        cos_rom[17] = 16'h7D39;  sin_rom[17] = 16'h19EF;
        cos_rom[18] = 16'h7CE3;  sin_rom[18] = 16'h1B5C;
        cos_rom[19] = 16'h7C89;  sin_rom[19] = 16'h1CC5;
        cos_rom[20] = 16'h7C29;  sin_rom[20] = 16'h1E2A;
        cos_rom[21] = 16'h7BC5;  sin_rom[21] = 16'h1F8B;
        cos_rom[22] = 16'h7B5D;  sin_rom[22] = 16'h20E6;
        cos_rom[23] = 16'h7AEF;  sin_rom[23] = 16'h223C;
        cos_rom[24] = 16'h7A7D;  sin_rom[24] = 16'h238D;
        cos_rom[25] = 16'h7A05;  sin_rom[25] = 16'h24D9;
        cos_rom[26] = 16'h7989;  sin_rom[26] = 16'h261F;
        cos_rom[27] = 16'h7909;  sin_rom[27] = 16'h275F;
        cos_rom[28] = 16'h7884;  sin_rom[28] = 16'h289A;
        cos_rom[29] = 16'h77FA;  sin_rom[29] = 16'h29CE;
        cos_rom[30] = 16'h776B;  sin_rom[30] = 16'h2AFA;
        cos_rom[31] = 16'h76D9;  sin_rom[31] = 16'h2C21;
        cos_rom[32] = 16'h7641;  sin_rom[32] = 16'h2D41;   
        cos_rom[48] = 16'h7244;  sin_rom[48] = 16'h3536;   
        cos_rom[64] = 16'h6A6D;  sin_rom[64] = 16'h3C56;   
        cos_rom[96] = 16'h5A82;  sin_rom[96] = 16'h4A50;   
        cos_rom[127] = 16'h478D; sin_rom[127] = 16'h5842;  
    end
    reg [8:0] twiddle_angle;    
    reg [1:0] quadrant;         
    reg [6:0] rom_addr;         
    reg signed [DATA_WIDTH-1:0] cos_val;
    reg signed [DATA_WIDTH-1:0] sin_val;
    always @(*) begin
        case (stage)
            4'd0: twiddle_angle = {index[8:0]};          
            4'd1: twiddle_angle = {index[7:0], 1'b0};    
            4'd2: twiddle_angle = {index[6:0], 2'b0};    
            4'd3: twiddle_angle = {index[5:0], 3'b0};    
            4'd4: twiddle_angle = {index[4:0], 4'b0};    
            4'd5: twiddle_angle = {index[3:0], 5'b0};    
            4'd6: twiddle_angle = {index[2:0], 6'b0};    
            4'd7: twiddle_angle = {index[1:0], 7'b0};    
            4'd8: twiddle_angle = {index[0], 8'b0};      
            default: twiddle_angle = 9'd0;
        endcase
        quadrant = twiddle_angle[8:7];
        case (quadrant)
            2'b00: rom_addr = twiddle_angle[6:0];            
            2'b01: rom_addr = 7'd127 - twiddle_angle[6:0];   
            2'b10: rom_addr = twiddle_angle[6:0];            
            2'b11: rom_addr = 7'd127 - twiddle_angle[6:0];   
        endcase
        cos_val = cos_rom[rom_addr];
        sin_val = sin_rom[rom_addr];
        case (quadrant)
            2'b00: begin   
                twiddle_real = cos_val;
                twiddle_imag = -sin_val;
            end
            2'b01: begin   
                twiddle_real = -sin_val;
                twiddle_imag = -cos_val;
            end
            2'b10: begin   
                twiddle_real = -cos_val;
                twiddle_imag = sin_val;
            end
            2'b11: begin   
                twiddle_real = sin_val;
                twiddle_imag = cos_val;
            end
        endcase
    end
endmodule
==> tab_implementation.tex <==
% Generated from flow reports
\begin{tabular}{lr}
\hline
Metric & Value \\
\hline
\multicolumn{2}{l}{\textbf{Final timing}} \\
\quad Period utilization & 0.802 \\
\quad Maximum clock frequency & 81.5 MHz \\
\quad Slew of the pin with the lowest slew margin & 895 ps \\
\quad Final setup violating endpoints & 0 \\
\quad Final hold violation count & 0 \\
\quad Setup tns final & 0 ps \\
\quad Setup repair after global routing missed its margin & false \\
\quad Final Max-Slew Violation Tally & 0 \\
\quad Final critical path time including I/O delays and setup & around 12000 ps \\
\quad Worst relative slew slack & 0.401 \\
\multicolumn{2}{l}{\textbf{Logic synthesis}} \\
\quad Post-Synthesis Cells & about 730 \\
\quad Synth warn & 1 \\
\quad Top post-synthesis cells by area & nor2\_1 6.6\%, nand2\_1 5.4\%, a21oi\_1 5.2\% \\
\quad Cell type contributing the most total cell area after synthesis & nor2\_1 \\
\quad Cell area after technology mapping & 4820 um\^{}2 \\
\quad Number of distinct library cells after synthesis & 101 \\
\quad Area leader share & 0.0663 \\
\quad Avg Synthesized Cell Area & approximately 6.6 um\^{}2 \\
\quad Summed standard-cell area reported by yosys & 4820 um\^{}2 \\
\quad Post-synthesis sequential area ratio & 0 \\
\quad Number of cell instances after yosys synthesis & 729 \\
\multicolumn{2}{l}{\textbf{Setup path}} \\
\quad Startpoint Class & primary input \\
\quad Critical Path Max Stage Delay & 800 ps \\
\quad Cell-by-cell listing of the critical path & clkdlybuf4s50\_1, or3b\_1, o32a\_2, o21a\_4, xnor2\_1, ha\_1, o211ai\_1, a32o\_1, nor3\_1, nand2\_1, inv\_1, ha\_1, nand4\_1, or4\_1, nand3\_1, clkdlybuf4s50\_1 \\
\quad Maximum fanout encountered on the critical timing path & 30 \\
\quad Data arrival at the endpoint of the critical path & 9220 ps \\
\quad Top cell family by delay on the critical path & simple AND/OR/NAND/NOR gates \\
\quad Critical path's slowest cell & clkdlybuf4s50\_1 \\
\quad Worst Path Class, Setup & primary input to output pin \\
\quad Required time of the critical path & between 10000 and 15000 ps \\
\quad CP Buf/Inv Count & 3 \\
\quad Sort of element at the end of the critical path & output pin \\
\multicolumn{2}{l}{\textbf{Final layout}} \\
\quad Layout area overhead & 8.91\% \\
\quad Fraction of final layout cells sized beyond drive strength 1 & 0.106 \\
\quad Final Non-Filler Cells & 929 \\
\quad Count of fill cells added during filler insertion & 1663 \\
\quad FF/Latch Area & 0 um\^{}2 \\
\quad Clock buffer count in the final layout & 0 \\
\quad Comb area & $\sim$4300 um\^{}2 \\
\quad Flip-flops & 0 \\
\multicolumn{2}{l}{\textbf{CTS}} \\
\quad Cts-stage hold buffer count & 0 \\
\quad Post-CTS repair timing setup buffer count & 0 \\
\quad Number of instances resized during post-cts repair & 0 \\
\multicolumn{2}{l}{\textbf{Drt}} \\
\quad Number of diodes added for antenna fixing & 0 \\
\quad Per-cell via count in the routed design & 6.48 \\
\quad Total wire length after detailed routing & 19.8 mm \\
\quad Routed wirelength normalized by instance count & about 21 um \\
\quad Number of nets still failing antenna checks after routing & 0 \\
\quad Via count & around 6000 \\
\quad 1st-iter DRT viols & 887 \\
\quad Iteration count of the initial detailed-routing pass & 5 \\
\quad Residual DRC & 0 \\
\multicolumn{2}{l}{\textbf{Die}} \\
\quad Initial Utilization & 0.312 \\
\quad Die footprint & 16600 um\^{}2 \\
\quad Chip Height & between 100 and 150 um \\
\quad Die width & 129 um \\
\quad Site row count & 45 \\
\quad Number of top-level design ports & 45 \\
\quad Core box area & 15400 um\^{}2 \\
\multicolumn{2}{l}{\textbf{Global routing}} \\
\quad Overall global routing resource usage & 0.239 \\
\quad Largest net degree at the start of global routing & 73 \\
\quad Global-route congestion overflow total & 0 \\
\quad Number of global-route vias before repair & 5329 \\
\quad Antenna violations before repair & 0 \\
\quad First-pass GRT wire length & 30.7 mm \\
\multicolumn{2}{l}{\textbf{Placed design}} \\
\quad HPWL after detailed placement & 14.1 mm \\
\quad Placed insts & 929 \\
\quad Port Buffer Count & 45 \\
\quad Gp weighted congestion & 1.04 \\
\multicolumn{2}{l}{\textbf{Power}} \\
\quad Leak pwr & 1.70 nW \\
\quad Power density over the cells & 63.8 nW/um\^{}2 \\
\quad VDD IR-drop max & 0.0269 mV \\
\multicolumn{2}{l}{\textbf{Min path}} \\
\quad Worst hold path type & primary input to output pin \\
\multicolumn{2}{l}{\textbf{Outcome}} \\
\quad Run status & completed \\
\multicolumn{2}{l}{\textbf{Flow run}} \\
\quad Maximum capacitance violations & 0 \\
\quad Tool Warnings & 41 \\
\hline
\end{tabular}
## cell usage after synthesis (all sizes together) (4+ instances only)
library cell  number
a2111oi            8
a211oi            12
a21o               9
a21oi             53
a221oi             4
a222oi             4
a22oi              6
a31oi             10
and2               6
buf               54
clkbuf            20
ha                13
inv               16
mux2               7
mux2i             26
nand2             71
nand2b             6
nand3             22
nand4             11
nor2              89
nor2b              7
nor3              40
nor4               5
o211ai            17
o21ai             48
o21bai             4
o221ai            11
o22a               8
o22ai             24
o2bb2ai            4
o31ai              8
o32ai              4
or2                4
or3                5
xnor2             19
xor2               8
## area by class of cell
class                      count  area share
multi-input combinational    639       0.827
timing repair buffer          63       0.112
tap                          211      0.0503
inverter                      16      0.0115
## final timing paths
path,to,depth (start not counted),start
setup / recovery,twiddle_real[8],16,stage[2]
hold / removal,twiddle_imag[13],7,stage[3]
## metal layers
layer	GRT usage	up-vias	share of wire	wire, um
met4	0.0789	0	0.037	731
met2	0.359	438	0.43	8580
li1	-	2776	-	-
met5	0	-	0	0
met1	0.349	2733	0.42	8290
met3	0.0368	69	0.11	2210
## placed cells by master, fill, tap and decap left out, types with 13 or more instances in the layout
| cell type | instances |
|---|---|
| mux2i_1 | 22 |
| nor2_1 | 85 |
| a21oi_1 | 50 |
| inv_1 | 16 |
| ha_1 | 13 |
| o211ai_1 | 16 |
| xnor2_1 | 18 |
| o21ai_0 | 40 |
| nand3_1 | 22 |
| clkdlybuf4s50_1 | 45 |
| nor3_1 | 37 |
| buf_4 | 18 |
| o22ai_1 | 18 |
| nand2_1 | 69 |
## cells by family (layout without fill, tap and decap cells)
logic type,after synthesis,count (layout),share of synthesized area
buffers and inverters,90,79,0.104
AND/OR/NAND/NOR,288,288,0.304
adder cells (fa/ha/maj),14,14,0.0361
XOR/XNOR,27,27,0.0507
multiplexers,34,34,0.0818
AND-OR/OR-AND,276,276,0.423
## power breakdown
| part | total [W] | internal, W | switching [W] |
|---|---|---|---|
| registers | 0 | 0 | 0 |
| clock network | 0 | 0 | 0 |
| logic | 0.000334 | 0.000142 | 0.000192 |
## metrics by stage
| stage | setup slack [ps] | hold slack (ps) | utilization | total power, W | instance area, um^2 |
|---|---|---|---|---|---|
| after floorplan | 4540 | 6750 | - | 0.000215 | 4820 |
| after global placement | 3310 | 7770 | 0.340 | 0.000332 | 5250 |
| after detailed placement | 3240 | 7770 | 0.340 | 0.000328 | 5250 |
| after CTS | 3230 | 7770 | 0.340 | 0.000329 | 5250 |
| after global routing | 2710 | 7870 | 0.340 | 0.000362 | 5250 |
| final | 3020 | 7770 | 0.340 | 0.000334 | 5250 |
Power is estimated from default activity; no workload was simulated.

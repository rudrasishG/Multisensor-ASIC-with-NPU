`flow/config.mk`:
```
export PLATFORM = sky130hd
export DESIGN_NAME = fft_butterfly
export DESIGN_NICKNAME = fft_butterfly
export VERILOG_FILES = /design/flow/design.v
export SDC_FILE = /design/flow/constraint.sdc
export NUM_CORES = 4
export LEC_CHECK = 1
export CORE_UTILIZATION = 30
```
`flow/constraint.sdc`:
```
current_design fft_butterfly

set clk_period 1.0
set clk_io_pct 0.2

create_clock -name clk0 -period $clk_period [get_ports {clk}]

set non_clock_inputs [all_inputs -no_clocks]
set_input_delay [expr $clk_period * $clk_io_pct] -clock clk0 $non_clock_inputs
set_output_delay [expr $clk_period * $clk_io_pct] -clock clk0 [all_outputs]
```
`flow/design.v`:
```
module fft_butterfly #(
    parameter DATA_WIDTH = 16
)(
    input wire clk,
    input wire rst_n,
    input wire signed [DATA_WIDTH-1:0] in_a_real,
    input wire signed [DATA_WIDTH-1:0] in_a_imag,
    input wire signed [DATA_WIDTH-1:0] in_b_real,
    input wire signed [DATA_WIDTH-1:0] in_b_imag,
    input wire signed [DATA_WIDTH-1:0] twiddle_real,
    input wire signed [DATA_WIDTH-1:0] twiddle_imag,
    output reg signed [DATA_WIDTH-1:0] out_a_real,
    output reg signed [DATA_WIDTH-1:0] out_a_imag,
    output reg signed [DATA_WIDTH-1:0] out_b_real,
    output reg signed [DATA_WIDTH-1:0] out_b_imag
);
    wire signed [2*DATA_WIDTH-1:0] mult_wr_br;   
    wire signed [2*DATA_WIDTH-1:0] mult_wi_bi;   
    wire signed [2*DATA_WIDTH-1:0] mult_wr_bi;   
    wire signed [2*DATA_WIDTH-1:0] mult_wi_br;   
    assign mult_wr_br = twiddle_real * in_b_real;
    assign mult_wi_bi = twiddle_imag * in_b_imag;
    assign mult_wr_bi = twiddle_real * in_b_imag;
    assign mult_wi_br = twiddle_imag * in_b_real;
    wire signed [DATA_WIDTH-1:0] wb_real;
    wire signed [DATA_WIDTH-1:0] wb_imag;
    assign wb_real = (mult_wr_br - mult_wi_bi) >>> (DATA_WIDTH - 1);
    assign wb_imag = (mult_wr_bi + mult_wi_br) >>> (DATA_WIDTH - 1);
    wire signed [DATA_WIDTH:0] sum_real;
    wire signed [DATA_WIDTH:0] sum_imag;
    wire signed [DATA_WIDTH:0] diff_real;
    wire signed [DATA_WIDTH:0] diff_imag;
    assign sum_real  = in_a_real + wb_real;
    assign sum_imag  = in_a_imag + wb_imag;
    assign diff_real = in_a_real - wb_real;
    assign diff_imag = in_a_imag - wb_imag;
    always @(posedge clk or negedge rst_n) begin
        if (!rst_n) begin
            out_a_real <= {DATA_WIDTH{1'b0}};
            out_a_imag <= {DATA_WIDTH{1'b0}};
            out_b_real <= {DATA_WIDTH{1'b0}};
            out_b_imag <= {DATA_WIDTH{1'b0}};
        end
        else begin
            out_a_real <= sum_real[DATA_WIDTH:1];    
            out_a_imag <= sum_imag[DATA_WIDTH:1];
            out_b_real <= diff_real[DATA_WIDTH:1];
            out_b_imag <= diff_imag[DATA_WIDTH:1];
        end
    end
endmodule
```
`flow/run.sh`:
```
#!/bin/bash
# OpenROAD 26Q1-2900-gdf79404cd8, Yosys 0.63+post, stock flow scripts
make -C /OpenROAD-flow-scripts/flow DESIGN_CONFIG=/design/flow/config.mk WORK_HOME=/design/flow/orfs finish
```
==> impl_metrics.toml <==
# flow metrics
[cts]
cts_buffers = 9
htreeDepth = 3
clock_sinks = 64
cts_tree = "built"
clock_path_buffers = 2
cts_root_buffer = "clkbuf_16"
clk_pin_slew_ns = 0.06

[synth]
top_area_frac = 0.522
ys_seq_share = 0.0372
ys.flops = 64
synth_area_per_cell_um2 = 9.37
synthCells = 4600
yosysCellCount = 4600
edf_count = 0
yosys.area.top_type = "fa_1"
synth_warnings = 1
ys_top_cells_by_area = "fa_1 (52%), inv_1 (11%), ha_1 (11%)"
ys_async_sr_fraction = 1.00
flop_cell = "dfrtp_1"
syn-cell-area_um2 = 43100
ys_chip_area_um2 = 43100
top_cell = "inv_1"
top_cells_by_count = "inv_1 (1316), fa_1 (1123), and2_1 (534), nand2_1 (449), ha_1 (364)"
synth_cell_type_count = 76

[sta]
rsz0062_at_grt = "true"
tns_ns = -434.64
worst_pin_slew_ns = 0.596
relSlewSlack = 0.596
finalSetupViolCount = 98
fin_hold_ws_ns = -0.132
final.setup.worst_slack_ns = -7.40
hold_viol = 64
slew_viol_final = 0
fmax_mhz = 119
finalCritPeriodShare = 8.40
period_needed_ns = 8.40

[global_routing]
grt_use_total = 0.193
grt_first_pass_wirelength_mm = 203
overflow = 0
antenna_found_initial = 6
grt_max_degree = 65
grt_pass1_vias = 34836

[worst_setup_path]
crit_type = "in -> reg"
path_buffers = 12
critPathTopFamily = "adder cells"
required_ns = 1.28
critPathMaxStageDelay_ns = 0.54
start_kind = "primary input"
crit_slowest_cell = "fa_1"
cpMostUsedCell = "fa_1"
crit_start = "twiddle_real[7]"
end_kind = "register"
worstPathArrival_ns = 8.68
cp_max_fo = 4

[layout]
drive_above_1_share = 0.262
comb_area_um2 = 38200
area_growth_pct = 33.3
nFillCells = 13309
seqCellArea_um2 = 1600
finalInstanceArea_um2 = 57400
instances_no_fill = 7305

[drt]
drt_iter0_drc = 1241
wl_per_cell_um = 17.5
drc = 0
vias = 31812
routed_via_density = 4.35
wl_mm = 128
ant_nets = 0
dr.pass1.iters = 5

[flow_run]
max_cap_violations = 0
warnings = 75

[outcome]
violations = "negative hold slack, negative setup slack"
status = "complete, but fails checks"

[placed_design]
gp_congestion = 0.951
place_area_um2 = 52200
dp_cells = 7052
hpwl_mm = 102
io_buffers = 161

[die]
die_w_um = 381
core-area_um2 = 142000
ios = 162
rows = 138
dieHeight_um = 381
die-area_um2 = 145000
initCoreUtil = 0.303

[worst_hold_path]
min_path_type = "in -> async"
[cells by family after synthesis]
group / after synthesis / share of synthesized area
fa+ha+maj: 1487 / 0.627
flops: 64 / 0.0372
xor+xnor: 149 / 0.0305
simple gates: 1195 / 0.143
buf+inv: 1520 / 0.133
compound gates: 184 / 0.0296
mux: 1 / 0.000232
[cell type report]
type                    count  share of cell area
repair buffers           1001               0.174
well taps                1890              0.0412
clock inverters             5             0.00139
flip-flops and latches     64              0.0279
inverters                1317              0.0864
clock buffers              11             0.00423
diodes                      1           0.0000436
multi-input cells        3016               0.665
[metrics by stage]
| step | worst slack (ns) | utilization |
|---|---|---|
| after global placement | -8.30 | 0.367 |
| after detailed placement | -8.31 | 0.367 |
| after floorplan | -7.23 | - |
| final | -7.40 | 0.404 |
| after global routing | -7.62 | 0.404 |
| after CTS | -7.37 | 0.398 |
[worst max-delay path by stage]
stage	end	slack, ns	cells past startpoint
finish	out_b_imag[14]$_DFF_PN0_	-7.40	37
global route	out_a_imag[13]$_DFF_PN0_	-7.62	40
CTS	out_b_imag[14]$_DFF_PN0_	-7.37	34
[per-layer routing]
metal,vias to the layer above,global-route usage,part of all wire
met4,8,0.0215,0.017
met3,93,0.109,0.14
li1,14648,-,-
met5,-,0.00265,0.00038
met1,15967,0.278,0.42
met2,1096,0.269,0.43
[sequential cells by signal (all words and copies together), names as in the netlist]
| register | flops |
|---|---|
| out_a_imag | 16 |
| out_a_real | 16 |
| out_b_imag | 16 |
| out_b_real | 16 |
[repair_timing]
item | in CTS | in global routing
pin swaps | 325 | 171
buffers inserted | 199 | 40
setup endpoints to repair | 128 | 128
gates resized | 777 | 303
endpoints found under the hold margin | 64 | 64
gates cloned | 18 | 2
[placed cells by master (no fill, tap or decap), drive strengths merged, types with 13 or more instances in the layout]
master,Yosys,routed
dfrtp,64,64
nor2,78,78
a21oi,63,63
nor3,20,20
nand3,15,15
ha,364,364
dlygate4sd2,0,15
nand2b,48,48
xnor2,112,112
o21ai,29,29
xor2,37,37
clkdlybuf4s50,0,33
and2,534,534
a21o,13,13
nand2,449,449
buf,3,877
inv,1317,1315
fa,1123,1123
o21bai,19,19
clkbuf,200,64
